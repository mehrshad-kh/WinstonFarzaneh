`run.sh`:
```
#!/bin/bash
# OpenROAD 26Q1-2900-gdf79404cd8, Yosys 0.63+post, stock flow scripts
make -C /OpenROAD-flow-scripts/flow DESIGN_CONFIG=/design/flow/config.mk WORK_HOME=/design/flow/orfs finish
```
`config.mk`:
```
export PLATFORM = sky130hd
export DESIGN_NAME = DoubleBcdSevSegConverter
export DESIGN_NICKNAME = DoubleBcdSevSegConverter
export VERILOG_FILES = /design/flow/design.v
export SDC_FILE = /design/flow/constraint.sdc
export NUM_CORES = 4
export LEC_CHECK = 1
export CORE_AREA = 10 10 86 86
export DIE_AREA = 0 0 96 96
```
`constraint.sdc`:
```
current_design DoubleBcdSevSegConverter

set clk_period 3.7
set clk_io_pct 0.2

create_clock -name clk0 -period $clk_period [get_ports {clk}]

set non_clock_inputs [all_inputs -no_clocks]
set_input_delay [expr $clk_period * $clk_io_pct] -clock clk0 $non_clock_inputs
set_output_delay [expr $clk_period * $clk_io_pct] -clock clk0 [all_outputs]
```
`design.v`:
```
`timescale 1ns / 1ps
module DoubleBcdSevSegConverter (
    dgt_slct, 
    data_out, 
    data_in_1,
    data_in_2,
    clk
);
    output [4:0] dgt_slct;
    output [7:0] data_out;
    input [3:0] data_in_1;
    input [3:0] data_in_2;
    input clk;
    reg slct = 1'b0;
    reg [4:0] dgt_slct;
    reg [7:0] data_out;
    always @ (posedge clk)
    begin
        case (slct)
            1'b0:
            begin
                dgt_slct = 5'b01000;
                case (data_in_1)
                    4'b0000: data_out = 8'b00111111;
                    4'b0001: data_out = 8'b00000110;
                    4'b0010: data_out = 8'b01011011;
                    4'b0011: data_out = 8'b01001111;
                    4'b0100: data_out = 8'b01100110;
                    4'b0101: data_out = 8'b01101101;
                    4'b0110: data_out = 8'b01111101;
                    4'b0111: data_out = 8'b00000111;
                    4'b1000: data_out = 8'b01111111;
                    4'b1001: data_out = 8'b01101111;
                endcase
            end
            1'b1:
            begin
                dgt_slct = 5'b00001;
                case (data_in_2)
                    4'b0000: data_out = 8'b00111111;
                    4'b0001: data_out = 8'b00000110;
                    4'b0010: data_out = 8'b01011011;
                    4'b0011: data_out = 8'b01001111;
                    4'b0100: data_out = 8'b01100110;
                    4'b0101: data_out = 8'b01101101;
                    4'b0110: data_out = 8'b01111101;
                    4'b0111: data_out = 8'b00000111;
                    4'b1000: data_out = 8'b01111111;
                    4'b1001: data_out = 8'b01101111;
                endcase
            end
        endcase
        slct = ~slct;
    end
endmodule
```
==> run_results.csv <==
group,metric,value,unit
timing,hold_violations,0,
floorplanning,core_util_floorplan,11.6,%
finish,seq_area,270,sq um
logic_synthesis,yosysChipArea,643,sq um
grt,antenna_found_initial,0,
min_path,hp-start,"slct",
clock_network,clock_latency,0.23,ns
floorplanning,die_h,96,um
clock_network,clockBufferDepth,2,
critical_path,crit_fanout,11,
drt,antenna_left,0,
power,p_seq_share,44.5,%
drt,antenna_cells,0,
logic_synthesis,netlist_instances,67,
critical_path,r2r_setup_slack,2.46,ns
power,intPower,0.238,mW
placement,postPlaceCellArea,836,sq um
power,powerDensity,337,nW/um^2
critical_path,startpoint_type,"primary input",
logic_synthesis,synth_cell_type_count,29,
timing,fin_tns_setup,0,ns
floorplanning,io_pins,22,
logic_synthesis,synth-edff-count,7,
drt,first_pass_iters,2,
logic_synthesis,ys_seq_share,42.0,%
timing,fin_ws,1.62,ns
floorplanning,die_x,96,um
critical_path,crit-reg2reg-launch,"slct",
finish,logic_area,298,sq um
clock_network,ctsResizeCount,0,
logic_synthesis,top_area_share,32.7,%
power,clock_power_share,37.0,%
power,p_sw,0.0596,mW
timing,skew,0.000863,ns
finish,final_cell_area,881,sq um
critical_path,reg2reg_depth,2,
clock_network,post_cts_buffers,0,
logic_synthesis,ff_type,"edfxtp_1",
logic_synthesis,syn_area_per_cell,9.60,sq um
grt,gr-total-overflow,0,
timing,min_period,2.08,ns
floorplanning,dieArea,9220,sq um
placement,place.gp.congestion,0.785,
logic_synthesis,synthArstFlopShare,0,%
logic_synthesis,yosysWarnings,1,
placement,place_inst,149,
clock_network,clockRootBuffer,"clkbuf_8",
grt,grt_pass1_wl,2260,um
power,combPwrFrac,18.5,%
flow_run,max_cap_violations,0,
logic_synthesis,netlist_area,643,sq um
finish,instances_no_fill,153,
logic_synthesis,top_cells_by_count,"edfxtp_1 (7), nor2_1 (5)",
timing,finalClockPeriodUsage,56.2,%
drt,via_count,487,
min_path,hold_depth,0,
clock_network,cts_tree,"done",
grt,first_global_vias,477,
clock_network,cts_buffers,3,
drt,drt_iter0_drc,22,
logic_synthesis,yosys_cells,67,
finish,num-fill-cells,643,
min_path,hold_path_class,"reg2reg",
flow_run,warnings,25,
min_path,hold_end,"dgt_slct[0]",
critical_path,reg2reg_to,"data_out[0]",
floorplanning,core,5540,sq um
logic_synthesis,top_cell,"edfxtp_1",
finish,synthToLayoutAreaGrowth,37.0,%
grt,track_usage,2.98,%
clock_network,ctsHoldBuffers,0,
drt,wire_per_inst,9.48,um
finish,layout-drive-gt1-share,6.17,%
drt,drt-vias-per-instance,3.18,
placement,dp_slack,1.40,ns
grt,grt_max_degree,12,
drt,routed_wirelength,1450,um
placement,dp.final_hpwl,1240,um
logic_synthesis,synth_flops,10,
power,p_leak,0.294,nW
critical_path,cp_data_required_time,3.68,ns
power,finalPower,0.297,mW
timing,fmax,0.481,GHz
clock_network,cts.htree.levels,1,
power,ir_worst_vdd,0.0977,mV
critical_path,endpoint_kind,"register",
clock_network,cts_sinks,10,
logic_synthesis,yosysTopAreaCell,"edfxtp_1",
floorplanning,num_rows,27,
drt,drcViolationCount,0,
timing,rsz0062_at_grt,"false",
timing,finalSetupViolations,0,
run_status,status,"finished clean",
critical_path,path_class,"in2reg",
critical_path,worstPathArrival,2.06,ns
timing,final_max_slew_viol_count,0,
power,swShare,20.1,%
clock_network,cts.clk_slew.worst_paths,0.04,ns
placement,io_buffers,17,
logic_synthesis,topCellsByArea,"edfxtp_1 (33%), dfxtp_1 (9.3%), buf_6 (5.3%)",
==> metrics by stage <==
step,hold WS [ns],util (%)
2_1_floorplan,0.411,-
3_3_place_gp,0.451,15.1
3_5_place_dp,0.449,15.1
4_1_cts,0.455,15.9
5_1_grt,0.485,15.9
6_report,0.454,15.9
==> cell families after synthesis <==
family / count (synthesis) / share of synthesized area (%)
XOR/XNOR: 5 / 6.81
AND/OR/NAND/NOR: 21 / 16.5
flip-flops: 10 / 42.0
multiplexers: 2 / 3.50
buffers and inverters: 12 / 13.4
other: 1 / 0.583
AND-OR/OR-AND: 16 / 17.1
==> area by class of cell <==
| class | instances | area share, % |
|---|---|---|
| timing repair buffer | 17 | 19.3 |
| inverter | 2 | 0.852 |
| sequential | 10 | 30.7 |
| multi-input combinational | 48 | 33.8 |
| tap | 72 | 10.2 |
| clock buffer | 4 | 5.11 |
==> state kept, by name, summed over array words and instances (netlist names) <==
| name | cells |
|---|---|
| data_out | 7 |
| slct | 1 |
| dgt_slct | 2 |
==> placed cells by master, fill, tap and decap left out, types with 2 or more instances in the layout <==
cell type,synthesis,layout
dfxtp_1,3,3
nand3_1,4,4
clkbuf_8,0,3
conb_1,1,4
clkdlybuf4s50_1,0,17
xnor2_1,3,3
mux2_2,2,2
nand2b_1,2,2
or3_1,2,2
nor2_1,5,5
inv_1,2,2
xor2_1,2,2
a21oi_1,4,4
nand2_1,4,4
o21ai_0,3,3
a2bb2oi_1,2,2
edfxtp_1,7,7
==> worst max-delay path by stage <==
stage,endpoint,start,depth (start not counted),slack [ns]
after CTS,data_out[4],data_in_2[2],4,1.64
after global routing,data_out[4],data_in_2[2],4,1.55
final,data_out[4],data_in_2[2],4,1.62
==> power by group through the flow <==
| stage | Clock (mW) | Combinational, mW | Sequential [mW] |
|---|---|---|---|
| CTS | 0.114 | 0.0563 | 0.132 |
| global route | 0.121 | 0.0620 | 0.133 |
| finish | 0.110 | 0.0551 | 0.132 |
==> worst max-delay path, stage by stage <==
cell             delay (ns)
clkdlybuf4s50_1        0.60
o21ai_0                0.33
a22oi_1                0.13
a22o_1                 0.25
==> layer usage <==
metal / wire length (um) / part of all wire, % / vias to the layer above / track usage (%)
li1: - / - / 254 / -
met1: 695 / 48 / 216 / 4.03
met2: 576 / 40 / 15 / 4.20
met3: 146 / 10 / 2 / 1.34
met4: 33 / 2.3 / 0 / 0.860
met5: 0 / 0 / - / 0
Power and IR drop assume default switching activity.
